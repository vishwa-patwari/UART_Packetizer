==> flow/design.v <==
module fifo #(
    parameter DEPTH = 16,
    parameter WIDTH = 8,
    parameter PTR_WIDTH = 4
)(
    input clk, rst,
    input wr_en, rd_en,
    input [WIDTH-1:0] din,
    output reg [WIDTH-1:0] dout,
    output full, empty,
    output reg data_out_valid
);
    reg [WIDTH-1:0] mem [0:DEPTH-1];
    reg [PTR_WIDTH:0] wr_ptr, rd_ptr;
    assign full  = (wr_ptr - rd_ptr) == DEPTH;
    assign empty = (wr_ptr == rd_ptr);
    always @(posedge clk) begin
        if (rst) begin
            wr_ptr <= 0;
        end else if (wr_en && !full) begin
            mem[wr_ptr[PTR_WIDTH-1:0]] <= din;
            wr_ptr <= wr_ptr + 1;
        end
    end
    always @(posedge clk) begin
        if (rst) begin
            rd_ptr <= 0;
            data_out_valid <= 0;
        end else if (rd_en && !empty) begin
            dout <= mem[rd_ptr[PTR_WIDTH-1:0]];
            rd_ptr <= rd_ptr + 1;
            data_out_valid <= 1;
        end else begin
            data_out_valid <= 0;
        end
    end
endmodule
module packetizer_fsm(
    input clk, rst,
    input fifo_empty, tx_busy, data_out_valid,
    input [7:0] fifo_data,
    output reg rd_en, start_tx,
    output reg [7:0] tx_data
);
    reg [1:0] state;
    parameter IDLE = 0, READ = 1, WAIT = 2, START = 3;
    always @(posedge clk or posedge rst) begin
        if (rst) begin
            state <= IDLE;
            rd_en <= 0;
            start_tx <= 0;
            tx_data <= 8'h00;
        end else begin
            rd_en <= 0;
            start_tx <= 0;
            case (state)
                IDLE:
                    if (!fifo_empty && !tx_busy) state <= READ;
                READ: begin
                    rd_en <= 1;
                    state <= WAIT;
                end
                WAIT:
                    if (data_out_valid) begin
                        tx_data <= fifo_data;
                        state <= START;
                    end
                START: begin
                    start_tx <= 1;
                    state <= IDLE;
                end
            endcase
        end
    end
endmodule
module top_packetizer (
    input clk, rst,
    input [7:0] data_in,
    input data_valid,
    output serial_out,
    output tx_busy
);
    wire [7:0] fifo_data, tx_data;
    wire fifo_empty, fifo_full, data_out_valid;
    wire rd_en, start_tx;
    fifo u_fifo (
        .clk(clk), .rst(rst),
        .wr_en(data_valid), .rd_en(rd_en),
        .din(data_in), .dout(fifo_data),
        .full(fifo_full), .empty(fifo_empty),
        .data_out_valid(data_out_valid)
    );
    packetizer_fsm u_fsm (
        .clk(clk), .rst(rst),
        .fifo_empty(fifo_empty), .tx_busy(tx_busy),
        .data_out_valid(data_out_valid),
        .fifo_data(fifo_data),
        .rd_en(rd_en), .start_tx(start_tx), .tx_data(tx_data)
    );
    uart_tx u_uart (
        .clk(clk), .rst(rst),
        .start(start_tx), .data_in(tx_data),
        .serial_out(serial_out), .tx_busy(tx_busy)
    );
endmodule
module uart_tx #(
    parameter BAUD_DIV = 16
)(
    input clk,
    input rst,
    input start,
    input [7:0] data_in,
    output reg serial_out,
    output reg tx_busy
);
    reg [3:0] bit_cnt;
    reg [12:0] baud_cnt;
    reg [9:0] tx_shift;  
    always @(posedge clk or posedge rst) begin
    if (rst) begin
        serial_out <= 1;
        tx_busy    <= 0;
        bit_cnt    <= 0;
        baud_cnt   <= 0;
        tx_shift   <= 10'b1111111111;
    end else begin
        if (start && !tx_busy) begin
            tx_shift   <= {1'b1, data_in, 1'b0};  
            serial_out <= 0; 
            tx_busy    <= 1;
            bit_cnt    <= 0;
            baud_cnt   <= 1; 
        end else if (tx_busy) begin
            if (baud_cnt == BAUD_DIV - 1) begin
                tx_shift   <= tx_shift >> 1;
                serial_out <= tx_shift[1];
                baud_cnt   <= 0;
                bit_cnt    <= bit_cnt + 1;
                if (bit_cnt == 9)
                    tx_busy <= 0;
            end else begin
                baud_cnt <= baud_cnt + 1;
            end
        end
    end
end
endmodule
==> flow/run.sh <==
#!/bin/bash
# OpenROAD 26Q1-2900-gdf79404cd8, Yosys 0.63+post, stock flow scripts
make -C /OpenROAD-flow-scripts/flow DESIGN_CONFIG=/design/flow/config.mk WORK_HOME=/design/flow/orfs finish
==> flow/config.mk <==
export PLATFORM = sky130hd
export DESIGN_NAME = top_packetizer
export DESIGN_NICKNAME = top_packetizer
export VERILOG_FILES = /design/flow/design.v
export SDC_FILE = /design/flow/constraint.sdc
export NUM_CORES = 4
export LEC_CHECK = 1
export CORE_UTILIZATION = 40
==> flow/constraint.sdc <==
current_design top_packetizer

set clk_period 4.4
set clk_io_pct 0.2

create_clock -name clk0 -period $clk_period [get_ports {clk}]

set non_clock_inputs [all_inputs -no_clocks]
set_input_delay [expr $clk_period * $clk_io_pct] -clock clk0 $non_clock_inputs
set_output_delay [expr $clk_period * $clk_io_pct] -clock clk0 [all_outputs]
==> out/metrics.yaml <==
drt-vias-per-instance: 5.43
rsz0062_at_grt: "false"
clkPwrFrac: 0.428
cp_top_family: "simple AND/OR/NAND/NOR gates"
synth_area_per_cell_um2: 15.2
grt_pass1_wl_um: 25200
die_w_um: 142
ant_nets: 0
finalSetupViolations: 0
post_drt_wl_per_cell_um: 19.2
clk_pin_slew_ns: 0.07
num_vias: 4435
path_buffers: 1
pwr-share-comb: 0.026
max_freq_ghz: 0.285
internal_power_mw: 2.76
firstDrtPassIters: 4
path_cells: "clkinv_1 -> ha_1 -> nor2b_1 -> or4_1 -> a21oi_1 -> nand2b_1 -> nor3_1"
worst_pin_slew_ns: 1.10
status: "finished clean"
place_ws_ns: 0.915
grt_start_max_net_pins: 41
antenna_found_initial: 0
syn_inst: 514
fp_util: 0.412
startpoint_type: "flop"
chipArea_mm2: 0.0200
gp_congestion: 0.866
area_growth_pct: 13.9
wirelength_um: 15700
synth_seq_share: 0.689
power.leakage_nw: 3.07
cts_resized: 0
grt_pass1_vias: 4629
critPathMaxStageDelay_ns: 0.99
ys.warnings.count: 3
n_antenna_cell: 0
drc: 0
slew_headroom: 0.261
num_rows: 50
crit_start: "u_fifo.rd_ptr[3]"
numCtsBuffers: 17
async_reset_ff_frac: 0.222
tns_ns: 0
final_core_util: 0.470
ir_drop_mv: 0.253
p_switching_uw: 765
drive_gt1_frac: 0.212
ff_type: "edfxtp_1"
ys.flops: 189
core_mm2: 0.0189
finalHoldViolations: 0
io_pins: 13
overflow: 0
clock_path_buffers: 2
dp_hpwl_um: 10700
ys_chip_area_mm2: 0.00779
skew_ns: 0.0120
clock_sinks: 189
hold_start: "u_fsm.state[3]"
drt_iter0_drc: 268
cts_tree: "done"
swShare: 0.217
hp-class: "flop to flop"
edf_count: 136
crit_path_max_fanout: 13
drv_cap: 0
root_buffer: "clkbuf_16"
h-tree-depth: 4
layout_setup_ws_ns: 0.886
crit_arrival_ns: 3.56
track_usage: 0.180
crit_required_ns: 4.44
synth.distinct_cells: 52
holdBufCountCts: 0
synth.cell_area_mm2: 0.00779
postCtsSetupBuffers: 0
slew_viol_final: 0
p_per_area_mw_per_mm2: 398
insertion_delay_ns: 0.42
ys_cells: 514
holdWs_ns: 0.383
slowest_stage: "nor3_1"
tool_warnings: 29
endpoint_kind: "flop"
critPathKind: "flop to flop"
period_minus_slack_ns: 3.51
io_buffer_count: 12
r2r_start: "u_fifo.rd_ptr[3]"
fin_crit_sh: 0.799
seqPwrFrac: 0.546
die_y_um: 142
==> flip-flops by register name (all words and copies together), names as in the netlist <==
name and flops:
u_fifo.mem 128, u_uart.baud_cnt 13, u_uart.tx_shift 10, u_fifo.dout 8, u_fsm.tx_data 8, u_fifo.rd_ptr 5
u_fifo.wr_ptr 5, u_fsm.state 4, u_uart.bit_cnt 4, u_fifo.data_out_valid 1, u_fsm.rd_en 1, u_fsm.start_tx 1
u_uart.tx_busy 1
==> stage by stage <==
stage | instances | area (um2) | power, mW
after CTS | 817 | 8870 | 3.56
final | 817 | 8870 | 3.53
after detailed placement | 785 | 8280 | 2.06
after floorplan | 514 | 7790 | 2.00
after global routing | 817 | 8870 | 3.65
after global placement | 785 | 8280 | 2.06
==> layout by cell type (no fill, tap or decap), types with 4 or more instances in the layout <==
master           synthesis  layout
a21oi_1                  9       9
a31oi_1                 20      20
and3_1                   9       9
buf_4                    1      21
clkbuf_16                0      17
clkdlybuf4s50_1          0      12
dfrtp_1                 31      31
dfstp_2                 11      11
dfxtp_1                 11      10
edfxtp_1               136     136
ha_1                    13      13
inv_1                   10      10
inv_6                    0       5
mux2_2                   9       9
mux4_2                  32      32
nand2_1                 77      77
nand3_1                 10      10
nand4_1                  6       6
nor2_1                  22      22
nor2b_1                  4       4
nor3_1                  10      10
nor4_1                   8       8
o21ai_0                 12      12
or4_1                    4       4
xnor2_1                  5       5
==> routing by layer <==
metal	vias to the layer above	routed length, um	global-route usage
met5	-	0	0
met4	0	246	0.0266
met3	17	1860	0.111
met2	230	7260	0.264
met1	2167	6290	0.247
li1	2021	-	-
==> path summary, 6_finish.rpt <==
check / to / slack (ns) / cells past startpoint
max: u_fifo.mem[13][4] / 0.89 / 7
min: u_fsm.start_tx / 0.38 / 0
max reg2reg: u_fifo.mem[13][4] / 0.89 / 7
min reg2reg: u_fsm.start_tx / 0.38 / 0
max in group asynchronous: u_uart.tx_shift[2] / 2.61 / 3
min in group asynchronous: u_uart.baud_cnt[7] / 1.04 / 2
==> area by class of cell <==
type                    count  area (um2)
multi-input cells         289        2250
clock inverters            15         173
well taps                 260         325
repair buffers             33         278
inverters                  14        52.6
flip-flops and latches    189        5370
clock buffers              17         425
fillers                  1610       10000
==> cells in the mapped netlist (2+ instances only) <==
cell type	instances	area share
and2_1	3	0.0024
nand2b_1	2	0.0016
xnor2_1	5	0.0056
or3_1	2	0.0016
mux2_2	9	0.013
xor2_1	3	0.0034
buf_2	7	0.0045
dfstp_2	11	0.037
clkbuf_1	10	0.0048
nand4_1	6	0.0048
o31ai_1	3	0.0029
and4_1	2	0.0022
mux4_2	32	0.093
clkinv_1	3	0.0014
nor2_1	22	0.011
nand3_1	10	0.0064
dfrtp_1	31	0.10
nor4_1	8	0.0064
and3_1	9	0.0072
nand2_1	77	0.037
buf_6	3	0.0043
or2_2	2	0.0016
a21o_1	3	0.0029
a31oi_1	20	0.016
edfxtp_1	136	0.52
or4_1	4	0.0039
o21ai_0	12	0.0077
nand4b_1	2	0.0022
o21ai_2	3	0.0034
inv_1	10	0.0048
ha_1	13	0.021
a21oi_1	9	0.0058
nor3_1	10	0.0064
nor2b_1	4	0.0032
dfxtp_1	11	0.028
==> logic make-up after synthesis <==
family	count (synthesis)	share of synthesized area
AOI/OAI and AO/OA	59	0.0484
xor gates and xnor gates	8	0.00900
adders and majority gates	13	0.0209
buffers and inverters	36	0.0218
DFF	189	0.689
muxes	42	0.107
and+or+nand+nor	167	0.104
==> power groups by stage <==
stage	Combinational [mW]	Sequential, mW	Clock [mW]
after CTS	0.0948	1.93	1.54
after global routing	0.104	1.93	1.61
final	0.0932	1.93	1.51
Power figures rest on the tool's default switching activity, not on a simulated workload.
